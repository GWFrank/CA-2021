==> design/flow/design.v <==
module cpu #(  
	parameter ADDR_W = 64,
	parameter INST_W = 32,
	parameter DATA_W = 64
)(
    input                   i_clk,
    input                   i_rst_n,
    input                   i_i_valid_inst,  
    input  [ INST_W-1 : 0 ] i_i_inst,        
    input                   i_d_valid_data,  
    input  [ DATA_W-1 : 0 ] i_d_data,        
    output                  o_i_valid_addr,  
    output [ ADDR_W-1 : 0 ] o_i_addr,        
    output [ DATA_W-1 : 0 ] o_d_data,        
    output [ ADDR_W-1 : 0 ] o_d_addr,        
    output                  o_d_MemRead,     
    output                  o_d_MemWrite,    
    output                  o_finish
);
    reg o_i_valid_addr_r, o_i_valid_addr_w;
    reg [ADDR_W-1:0] o_i_addr_r, o_i_addr_w;
    reg [DATA_W-1:0] o_d_data_r, o_d_data_w;
    reg [ADDR_W-1:0] o_d_addr_r, o_d_addr_w;
    reg o_d_MemRead_r, o_d_MemRead_w;
    reg o_d_MemWrite_r, o_d_MemWrite_w;
    reg o_finish_r, o_finish_w;
    reg [6:0] opcode_r, opcode_w;
    reg [4:0] rd_r, rd_w, rs1, rs2;
    reg [DATA_W-1:0] imm_r, imm_w;
    reg signed [DATA_W-1:0] imm_s_r, imm_s_w;
    reg [2:0] func3;
    reg [6:0] func7;
    reg [ADDR_W-1:0] pc_r, pc_w;
    reg [3:0] cs, ns;
    reg [DATA_W-1:0] alu_res_r, alu_res_w;
    reg take_br_r, take_br_w;
    reg [DATA_W-1:0] reg_file[31:0];
    integer i;
    parameter stage_wb_fetch = 0;
    parameter stage_dc_alu_mem = 7;
    parameter stage_pc = 15;
    assign o_i_valid_addr = o_i_valid_addr_r;
    assign o_i_addr = o_i_addr_r;
    assign o_d_data = o_d_data_r;
    assign o_d_addr = o_d_addr_r;
    assign o_d_MemRead = o_d_MemRead_r;
    assign o_d_MemWrite = o_d_MemWrite_r;
    assign o_finish = o_finish_r;
    always @(*) begin
        case (cs)
            4'd0: ns=1;
            4'd1: ns=2;
            4'd2: ns=3;
            4'd3: ns=4;
            4'd4: ns=5;
            4'd5: ns=6;
            4'd6: ns=7;
            4'd7: ns=8;
            4'd8: ns=9;
            4'd9: ns=10;
            4'd10: ns=11;
            4'd11: ns=12;
            4'd12: ns=13;
            4'd13: ns=14;
            4'd14: ns=15;
            4'd15: ns=0;
            default: ns=0;
        endcase
    end
    always @(*) begin
        if (cs == stage_wb_fetch) begin
            o_i_valid_addr_w = 1;
            o_i_addr_w = pc_r;
        end else begin
            o_i_valid_addr_w = 0;
            o_i_addr_w = 0;
        end
    end
    always @(*) begin
        if (cs == stage_dc_alu_mem && i_i_valid_inst) begin
            opcode_w = i_i_inst[6:0];
            rd_w = i_i_inst[11:7];
            rs1 = i_i_inst[19:15];
            rs2 = i_i_inst[24:20];
            func3 = i_i_inst[14:12];
            func7 = i_i_inst[31:25];
            case (opcode_w)
                7'b0000011: begin
                    imm_w = {52'b0, i_i_inst[31:20]};
                    imm_s_w = 0;
                end
                7'b0100011: begin
                    imm_w = {52'b0, i_i_inst[31:25], i_i_inst[11:7]};
                    imm_s_w = 0;
                end
                7'b1100011: begin
                    imm_w = 0;
                    imm_s_w = {{52{i_i_inst[31]}}, i_i_inst[31], i_i_inst[7], i_i_inst[30:25], i_i_inst[11:8], 1'b0};
                end
                7'b0010011: begin
                    imm_w = {52'b0, i_i_inst[31:20]};
                    imm_s_w = 0;
                end
                7'b0110011: begin
                    imm_w = 0;
                    imm_s_w = 0;
                end
                default: begin
                    imm_w = 0;
                    imm_s_w = 0;
                end
            endcase
            if (opcode_w == 7'b1111111) begin
                o_finish_w = 1;
            end else begin
                o_finish_w = 0;
            end
        end else begin
            opcode_w = opcode_r;
            rd_w = rd_r;
            imm_w = imm_r;
            imm_s_w = imm_s_r;
            o_finish_w = o_finish_r;
        end
    end
    always @(*) begin
        if (cs == stage_dc_alu_mem) begin
            case (opcode_w)
                7'b0010011: begin
                    case (func3)
                        3'b000: begin  
                            alu_res_w = reg_file[rs1]+imm_w;
                        end
                        3'b100: begin  
                            alu_res_w = reg_file[rs1]^imm_w;
                        end
                        3'b110: begin  
                            alu_res_w = reg_file[rs1]|imm_w;
                        end
                        3'b111: begin  
                            alu_res_w = reg_file[rs1]&imm_w;
                        end
                        3'b001: begin  
                            alu_res_w = reg_file[rs1]<<imm_w;
                        end
                        3'b101: begin  
                            alu_res_w = reg_file[rs1]>>imm_w;
                        end
                        default: begin
                            alu_res_w = 0;
                        end
                    endcase
                end
                7'b0110011: begin
                    case (func3)
                        3'b000: begin
                            if (func7 == 7'b0) begin  
                                alu_res_w = reg_file[rs1]+reg_file[rs2];
                            end else begin  
                                alu_res_w = reg_file[rs1]-reg_file[rs2];
                            end
                        end
                        3'b100: begin  
                            alu_res_w = reg_file[rs1]^reg_file[rs2];
                        end
                        3'b110: begin  
                            alu_res_w = reg_file[rs1]|reg_file[rs2];
                        end
                        3'b111: begin  
                            alu_res_w = reg_file[rs1]&reg_file[rs2];
                        end
                        default: begin
                            alu_res_w = 0;
                        end
                    endcase
                end
                default: begin
                    alu_res_w = 0;
                end
            endcase
        end else begin
            alu_res_w = alu_res_r;
        end
    end
    always @(*) begin
        if (cs == stage_dc_alu_mem) begin
            case (opcode_w)
                7'b1100011: begin
                    if (func3 == 3'b0) begin  
                        take_br_w = (reg_file[rs1]==reg_file[rs2]);
                    end else begin  
                        take_br_w = (reg_file[rs1]!=reg_file[rs2]);
                    end
                end
                default: begin
                    take_br_w = 0;
                end
            endcase
        end else begin
            take_br_w = take_br_r;
        end
    end
    always @(*) begin
        if (cs == stage_dc_alu_mem) begin
            case (opcode_w)
                7'b0000011: begin
                    o_d_MemRead_w = 1;
                    o_d_MemWrite_w = 0;
                    o_d_addr_w = reg_file[rs1]+imm_w;
                    o_d_data_w = 0;
                end
                7'b0100011: begin
                    o_d_MemRead_w = 0;
                    o_d_MemWrite_w = 1;
                    o_d_addr_w = reg_file[rs1]+imm_w;
                    o_d_data_w = reg_file[rs2];
                end
                default: begin
                    o_d_MemRead_w = 0;
                    o_d_MemWrite_w = 0;
                    o_d_addr_w = 0;
                    o_d_data_w = 0;
                end
            endcase
        end else begin
            o_d_MemRead_w = o_d_MemRead_r;
            o_d_MemWrite_w = o_d_MemWrite_r;
            o_d_addr_w = o_d_addr_r;
            o_d_data_w = o_d_data_r;
        end
    end
    always @(*) begin
        if (cs == stage_pc) begin
            if (opcode_r == 7'b1100011) begin
                if (take_br_r) begin
                    pc_w = pc_r+imm_s_r;
                end else begin
                    pc_w = pc_r+4;
                end
            end else begin
                pc_w = pc_r+4;
            end
        end else begin
            pc_w = pc_r;
        end
    end
    always @(*) begin
        if (cs == stage_wb_fetch) begin
            case (opcode_r)
                7'b0000011: begin
                    if (i_d_valid_data) begin
                        reg_file[rd_r] = i_d_data;
                    end
                end
                7'b0010011: begin
                    reg_file[rd_r] = alu_res_r;
                end
                7'b0110011: begin
                    reg_file[rd_r] = alu_res_r;
                end
                default: begin
                    reg_file[0] = 0;
                end
            endcase
        end else begin
            reg_file[0] = 0;
        end
    end
    always @(posedge i_clk or negedge i_rst_n) begin
        if (~i_rst_n) begin
            o_i_valid_addr_r <= 0;
            o_i_addr_r <= 0;
            o_d_data_r <= 0;
            o_d_addr_r <= 0;
            o_d_MemRead_r <= 0;
            o_d_MemWrite_r <= 0;
            o_finish_r <= 0;
            opcode_r <= 0;
            rd_r <= 0;
            imm_r <= 0;
            imm_s_r <= 0;
            pc_r <= 0;
            cs <= 0;
            alu_res_r <= 0;
            for (i=0; i<32; i++) begin
                reg_file[i] <= 0;
            end
            take_br_r <= 0;
        end else begin
            o_i_valid_addr_r <= o_i_valid_addr_w;
            o_i_addr_r <= o_i_addr_w;
            o_d_data_r <= o_d_data_w;
            o_d_addr_r <= o_d_addr_w;
            o_d_MemRead_r <= o_d_MemRead_w;
            o_d_MemWrite_r <= o_d_MemWrite_w;
            o_finish_r <= o_finish_w;
            opcode_r <= opcode_w;
            rd_r <= rd_w;
            imm_r <= imm_w;
            imm_s_r <= imm_s_w;
            pc_r <= pc_w;
            cs <= ns;
            alu_res_r <= alu_res_w;
            take_br_r <= take_br_w;
        end
    end
endmodule
==> design/flow/run.sh <==
#!/bin/bash
# OpenROAD 26Q1-2900-gdf79404cd8, Yosys 0.63+post, stock flow scripts
make -C /OpenROAD-flow-scripts/flow DESIGN_CONFIG=/design/flow/config.mk WORK_HOME=/design/flow/orfs finish
==> design/flow/config.mk <==
export PLATFORM = sky130hd
export DESIGN_NAME = cpu
export DESIGN_NICKNAME = cpu
export VERILOG_FILES = /design/flow/design.v
export SDC_FILE = /design/flow/constraint.sdc
export NUM_CORES = 4
export LEC_CHECK = 1
export CORE_UTILIZATION = 30
==> design/flow/constraint.sdc <==
current_design cpu

set clk_period 14.4
set clk_io_pct 0.2

create_clock -name clk0 -period $clk_period [get_ports {i_clk}]

set non_clock_inputs [all_inputs -no_clocks]
set_input_delay [expr $clk_period * $clk_io_pct] -clock clk0 $non_clock_inputs
set_output_delay [expr $clk_period * $clk_io_pct] -clock clk0 [all_outputs]
==> impl_metrics.toml <==
# physical design summary
[placed_design]
pre_cts_ws_ns = 8.83
portBuffers = 160
gp_congestion = 0.934
dp_hpwl_um = 29800

[routing]
antenna_cells = 0
first_iter_violations = 902
drc = 0
wl_per_cell_um = 17.1
drt_wl_total_um = 42600
ant_nets = 0
vias = 12600
drtPass1Iterations = 5
routed_via_density = 5.05

[cts]
clockBufferDepth = 3
cts_buffers = 31
cts_root_buffer = "clkbuf_16"
clk_pin_slew_worst_paths_ns = 0.06
cts_max_level = 1
cts_tree = "built"
cts.hold.buffers_added = 0
cts_resized = 0
insertion_delay_ns = 0.59
post-cts-setup-buffers = 0

[worst_hold_path]
hold_path_depth = 2
hold_path.class = "reg -> reg"
min_to = "imm_r[4]$_DFF_PN0_"
hp-start = "imm_r[4]$_DFF_PN0_"

[final_timing]
fin_skew_ns = 0.00995
untimed_endpoints = 3
unclocked_regs = 3
slew_headroom_pct = 41.3
finalSetupViolCount = 0
finalClockPeriodUsage_pct = 34.5
min_period_ns = 4.97
fin_ws_ns = 9.43
rsz0062_at_grt = "false"
finalHoldViolCount = 0
fmax_mhz = 201
tightestPinTransition_ns = 0.878
holdWs_ns = 0.465
drv_slew = 0
setup-tns-final_ns = 0

[worst_setup_path]
rr_worst_depth = 12
cp.arrival_ns = 5.50
end_kind = "register"
ff2ff_setup_slack_ns = 10.33
required_ns = 14.93
reg2reg_from = "imm_s_r[62]$_DFFE_PN0P_"
rr_endpoint = "pc_r[56]$_DFFE_PN0P_"
critical_path_class = "in -> reg"
path_max_fanout = 19
start_kind = "input pin"

[synthesis]
yosysWarnings = 4098
ys_top_logic_family = "AND-OR/OR-AND gates"
ys_types = 90
synth_top_area_share_pct = 44.5
largest_area_cell = "dfrtp_1"
synth-xor-area-share_pct = 2.76
ys_sh_aoi_pct = 22.6
mux_share_pct = 0.995
ys_chip_area_um2 = 15900
syn_area_per_cell_um2 = 9.49
fa_ha_area_share_pct = 5.42
ys.flops = 285
yosys_cells = 1670
synth-async-reset-ratio_pct = 98.9
flop_cell = "dfrtp_1"
syn_inst = 1670
edf_count = 0
synth-simple-area-share_pct = 17.1
topCellsByArea = "dfrtp_1 45%, a21oi_1 5.5%, ha_1 5.3%"
synth_area_um2 = 15900

[global_route]
gr-total-overflow = 0
first_global_vias = 12300
grtUsageMet3_pct = 5.34
grtUsageMet1_pct = 24.6
met2_usage_pct = 23.7
grt_first_pass_wirelength_um = 68800
busiest_layer = "met1"
grt_max_degree = 79
antenna_found_initial = 2
track_usage_pct = 16.4

[pwr]
vdd_drop_max_mv = 0.104
powerDensity_nw_per_um2 = 87.2
total_leakage_power_uw = 0.00862

[run]
max-cap-violations = 0
tool_warnings = 98

[cells_and_area]
drive_above_1_share_pct = 6.95
area_growth_pct = 19.6

[die]
die-area_um2 = 53800
core_um2 = 51700
initCoreUtil_pct = 30.6
die_x_um = 232
io_pins = 296
placementRows = 83
die_h_um = 232

[outcome]
status = "completed"
through the flow:
step | total power, uW | instance area, um^2 | std cells | util (%)
after detailed placement | 846 | 17900 | 2435 | 34.6
after CTS | 1680 | 19000 | 2493 | 36.6
after floorplan | 829 | 16100 | 1734 | -
after global placement | 846 | 17900 | 2435 | 34.6
after global routing | 1710 | 19000 | 2493 | 36.6
final | 1650 | 19000 | 2493 | 36.6
placed cells by master, fill, tap and decap left out, drive strengths merged, types with 8 or more instances in the layout:
cell type,count
dfrtp,282
a21oi,178
clkdlybuf4s50,159
nand2,128
and2,118
o21ai,99
nor2,95
a22o,86
ha,67
conb,65
nand3,44
clkbuf,43
inv,38
nand4,37
a21o,32
xnor2,27
o22ai,26
xor2,23
buf,23
nor3,21
o21bai,20
and3,19
a31oi,13
o21a,11
nor4,11
or3,10
mux2i,9
o211ai,9
a22oi,8
worst max-delay path, cell delays in order:
cell             delay [ns]
clkdlybuf4s50_1        0.45
nand4b_1               0.10
buf_4                  0.23
or4_1                  0.50
or2_2                  0.33
a21oi_1                0.62
a22o_1                 0.26
a22o_1                 0.13
synth_stat cells (27+ instances only):
master,instances
xnor2_1,27
buf_4,65
dfrtp_1,282
nor2_1,91
nand3_1,44
a21o_1,32
a21oi_1,174
a22o_1,86
and2_1,117
nand2_1,128
nand4_1,37
ha_1,67
clkbuf_1,77
inv_1,36
o21ai_0,89
final cells by class:
class,count,area (um^2)
Tap cell,680,851
Sequential cell,285,7100
Clock buffer,43,891
Fill cell,5180,32800
Timing Repair Buffer,182,1770
Inverter,36,135
Clock inverter,15,185
Multi-Input combinational cell,1252,8020
registers in the layout (all words and copies together) (netlist names), 3 cells and up:
signal	count
opcode_r	7
imm_s_r	12
o_i_addr_r	63
o_d_addr_r	64
cs	4
func3	3
imm_r	64
pc_r	63
report_power, final:
part | switching [uW] | leakage [uW] | internal, uW
registers | 1.40 | 0.00394 | 795
clock network | 335 | 0.000515 | 488
logic | 22.8 | 0.00416 | 11.0
cell families (layout without fill, tap and decap cells):
family,count (synthesis),after routing
AND-OR/OR-AND,532,532
buffers and inverters,197,276
adder cells (fa/ha/maj),68,68
multiplexers,15,15
flip-flops,282,282
latches,3,3
other,1,65
AND/OR/NAND/NOR,522,522
XOR/XNOR,50,50
metal layers:
layer,routed length [um],part of all wire (%)
met5,27,0.063
met4,1030,2.4
met3,3900,9.2
met2,18400,43
met1,19200,45
worst max path at each step:
stage | cells after the start | from | slack [ns] | end
finish | 8 | i_i_valid_inst | 9.43 | o_d_addr_r[9]$_DFFE_PN0N_
global route | 8 | i_i_valid_inst | 9.28 | o_d_addr_r[9]$_DFFE_PN0N_
CTS | 8 | i_i_valid_inst | 9.45 | o_d_addr_r[5]$_DFFE_PN0N_
Power is estimated from default activity; no workload was simulated.
